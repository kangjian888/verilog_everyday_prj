==> flow/design.v <==
module BCD_encoder(
	input [3:0] in,
	output reg [9:0] out
);
always @ (*)
    begin
        case (in) 
            4'd0:
                begin
                    out = 10'b00_0000_0001;
                end
             4'd1:
                begin
                    out = 10'b00_0000_0010;
                end
             4'd2:
                begin
                    out = 10'b00_0000_0100;
                end  
            4'd3:
                begin
                    out = 10'b00_0000_1000;
                end
             4'd4:
                begin
                    out = 10'b00_0001_0000;
                end
             4'd5:
                begin
                    out = 10'b00_0010_0000;
                end 
             4'd6:
                begin
                    out = 10'b00_0100_0000;
                end
             4'd7:
                begin
                    out = 10'b00_1000_0000;
                end
             4'd8:
                begin
                    out = 10'b01_0000_0000;
                end
             4'd9:
                begin
                    out = 10'b10_0000_0000;
                end                                                                          
            default:
                begin
                    out = 10'b00_0000_0000;                    
                end
        endcase
    end
endmodule
==> flow/run.sh <==
#!/bin/bash
# OpenROAD 26Q1-2900-gdf79404cd8, Yosys 0.63+post, stock flow scripts
make -C /OpenROAD-flow-scripts/flow DESIGN_CONFIG=/design/flow/config.mk WORK_HOME=/design/flow/orfs finish
==> flow/config.mk <==
export PLATFORM = sky130hd
export DESIGN_NAME = BCD_encoder
export DESIGN_NICKNAME = BCD_encoder
export VERILOG_FILES = /design/flow/design.v
export SDC_FILE = /design/flow/constraint.sdc
export NUM_CORES = 4
export LEC_CHECK = 1
export CORE_AREA = 10 10 70 70
export DIE_AREA = 0 0 80 80
==> flow/constraint.sdc <==
current_design BCD_encoder

set clk_period 1.0
set clk_io_pct 0.2

create_clock -name clk0 -period $clk_period

set non_clock_inputs [all_inputs -no_clocks]
set_input_delay [expr $clk_period * $clk_io_pct] -clock clk0 $non_clock_inputs
set_output_delay [expr $clk_period * $clk_io_pct] -clock clk0 [all_outputs]
==> flow_metrics.env <==
# source this file to load flow results
export IMPL_outcome="finished, violations left"
export IMPL_violations="negative setup slack"
export IMPL_syn_area_per_cell_um2=14.2
export IMPL_drc_errors=0
export IMPL_routed_wl_um=734
export IMPL_antenna_found_initial=0
export IMPL_yosys_cell_types_count=7
export IMPL_cp_slowest_cell="nor4bb_4"
export IMPL_syn2layout_area_growth_pct=155
export IMPL_placed_area_um2=408
export IMPL_clockBufferCount=0
export IMPL_syn_inst=14
export IMPL_worstPathRequired_ns=0.80
export IMPL_dieArea_um2=6400
export IMPL_finalWeightedCongestion=0.612
export IMPL_layout_setup_ws_ns=-0.120
export IMPL_hold_violations=0
export IMPL_slew_violations=0
export IMPL_dr_total_vias=213
export IMPL_io_buffer_count=14
export IMPL_setup_viol=8
export IMPL_min_period_ns=1.12
export IMPL_cp_start_kind="input pin"
export IMPL_postCtsHoldBufs=0
export IMPL_max_vdd_ir_drop_v=0.000116
export IMPL_most_common_cell="nor4b_2"
export IMPL_log_warning_count=34
export IMPL_crit_path_end_kind="output pin"
export IMPL_utilization_pct=14.9
export IMPL_viasPerCell=2.57
export IMPL_fp_util_pct=5.82
export IMPL_rsz0062_at_grt="true"
export IMPL_grt_pass1_vias=231
export IMPL_min_path_type="input pin to output pin"
export IMPL_drive_gt1_share_pct=91.9
export IMPL_crit_top_cell="buf_6"
export IMPL_grt_max_degree=7
export IMPL_yosys_cells=14
export IMPL_p_leak_nw=0.237
export IMPL_worst_path_buf_inv=4
export IMPL_cp_top_family="buffers and inverters"
export IMPL_cp_max_fo=3
export IMPL_die_w_um=80
export IMPL_ios=14
export IMPL_powerDensity_nw_per_um2=326
export IMPL_fin_crit_sh_pct=112
export IMPL_critPathKind="input pin to output pin"
export IMPL_yosys_warnings=1
export IMPL_drt_first_pass_iters=2
export IMPL_cp_data_arrival_time_ns=0.92
export IMPL_min_from="in[3]"
export IMPL_logic_area_um2=201
export IMPL_top_area_cell="nor4b_2"
export IMPL_crit_chain="buf_6 -> buf_6 -> buf_6 -> nor4bb_4 -> buf_2"
export IMPL_dr_first_iter_drc_count=1
export IMPL_core_area_um2=3420
export IMPL_drtAntennaViolNets=0
export IMPL_groute_usage_overall_pct=2.36
export IMPL_fin_area_um2=508
export IMPL_fp_row_count=21
export IMPL_seq_area_um2=0
export IMPL_die_y_um=80
export IMPL_max_cap_violations=0
export IMPL_fillerInstances=396
export IMPL_seq_cells=0
export IMPL_area_leaders="nor4b_2 (30%), nor4bb_4 (25%), buf_6 (17%)"
export IMPL_synthTopCellsByCount="nor4b_2 (4), buf_6 (3), and4bb_1 (2), nor4bb_4 (2)"
export IMPL_timing_fmax_mhz=893
export IMPL_grt_pass1_wl_mm=1.24
export IMPL_ys_area_um2=199
export IMPL_worst_pin_slew_ns=0.191
export IMPL_relSlewSlack_pct=87.2
export IMPL_yosys_stat_seqShare_pct=0
export IMPL_synthDominantCellAreaShare_pct=30.2
export IMPL_wire_per_inst_um=8.84
export IMPL_crit_start="in[1]"
export IMPL_syn_area_um2=199
export IMPL_dp_hpwl_um=555
export IMPL_num_antenna_cells=0
export IMPL_grt_overflow=0
export IMPL_slowest_delay_ns=0.26
## power by group
part,switching (mW),leakage [nW],total [mW],internal (mW)
Clock,0,0,0,0
Combinational,0.0609,0.237,0.166,0.105
Sequential,0,0,0,0
## placed cells by master, fill, tap and decap left out, drive strengths merged
| cell type | synthesis | final |
|---|---|---|
| nor4bb | 2 | 2 |
| buf | 4 | 27 |
| nor4b | 4 | 4 |
| and4b | 1 | 1 |
| nor4 | 1 | 1 |
| and4bb | 2 | 2 |
## layer usage
layer	share of wire, %	GRT usage, %	vias to the layer above	wire (um)
met5	0	0	-	0
met4	0	0	0	0
met3	16	1.48	0	120
met2	24	2.17	14	179
met1	59	4.09	92	433
li1	-	-	107	-
## cell families (layout without fill, tap and decap cells)
family	after synthesis	count (layout)	share of synthesized area (%)
simple gates	10	10	79.2
buf+inv	4	27	20.8
## tightest hold or removal path, cell delays in order
cell and delay (ns):
buf_8 0.10, nor4b_4 0.12, buf_2 0.10
## cell type report
type               count  share of cell area (%)
well taps             46                    11.3
repair buffers        27                    49.0
multi-input cells     10                    39.7
## metrics by stage
step                      setup WS, ns  setup TNS (ns)  cells  hold slack (ns)  power (mW)
after detailed placement        -0.895           -8.09     77             1.44       0.110
after CTS                       -0.117          -0.461     82            0.725       0.149
final                           -0.120          -0.359     83            0.724       0.166
after floorplan                  0.227               0     14            0.534      0.0602
after global placement          -0.872           -8.04     77             1.47       0.109
after global routing            -0.172          -0.757     83            0.744       0.176
## final timing paths
check      to  slack (ns)  cells after the start
min    out[8]        0.72                      3
max    out[5]       -0.12                      5
## what timing repair did
item / in CTS / in global routing
buffers inserted: 5 / 1
resized: 67 / 5
pin swaps: 9 / 7
endpoints found under the setup margin: 10 / 8
Power figures rest on the tool's default switching activity, not on a simulated workload.
