==> ./design.v <==
`timescale 1 ns / 1 ps
module seq_101det(
	input clk,
	input rst,
	input data_in,
	output flag_101 	
);
reg flag_101;
reg [2:0] state_reg, state_next;
localparam S0=0;
localparam S1=1;
localparam S2=2;
localparam S3=3;
always @ (*) 
     begin
          case (state_reg)
               S0:
                    begin
                        flag_101 = 0;
                    end
               S1:
                    begin
                        flag_101 = 0;
                    end
               S2:
                    begin
                        flag_101 = 0;
                    end
               S3:
                    begin
                        flag_101 = 1;
                    end
               default:
                    begin
                        flag_101 = 0;
                    end
          endcase
     end
always @ (*)
     begin
        state_next = state_reg;
        case (state_reg)
            S0:
                begin
                	if (data_in == 1'b0) 
                	    begin
                	        state_next = S0;
                	    end
                	else 
                	    begin
                	        state_next = S1;
                	    end
                end
            S1:
                begin
                	if (data_in == 1'b0) 
                	    begin
                	        state_next = S2;
                	    end
                	else 
                	    begin
                	        state_next = S1;
                	    end
                end
            S2:
                begin
                	if (data_in == 1'b0) 
                	    begin
                	        state_next = S0;
                	    end
                	else 
                	    begin
                	        state_next = S3;
                	    end
                end
            S3:
                begin
                	if (data_in == 1'b0) 
                	    begin
                	        state_next = S2;
                	    end
                	else 
                	    begin
                	        state_next = S1;
                	    end
                end
            default:
                begin
                    state_next = S0;
                end
        endcase
     end
always @ (posedge clk)
    begin
        if(rst)
            begin
                state_reg <= S0;
            end
        else
            begin
                state_reg <= state_next;
            end
    end
endmodule
==> ./run.sh <==
#!/bin/bash
# OpenROAD 26Q1-2900-gdf79404cd8, Yosys 0.63+post, stock flow scripts
make -C /OpenROAD-flow-scripts/flow DESIGN_CONFIG=/design/flow/config.mk WORK_HOME=/design/flow/orfs finish
==> ./config.mk <==
export PLATFORM = sky130hd
export DESIGN_NAME = seq_101det
export DESIGN_NICKNAME = seq_101det
export VERILOG_FILES = /design/flow/design.v
export SDC_FILE = /design/flow/constraint.sdc
export NUM_CORES = 4
export LEC_CHECK = 1
export CORE_AREA = 10 10 70 70
export DIE_AREA = 0 0 80 80
==> ./constraint.sdc <==
current_design seq_101det

set clk_period 1.0
set clk_io_pct 0.2

create_clock -name clk0 -period $clk_period [get_ports {clk}]

set non_clock_inputs [all_inputs -no_clocks]
set_input_delay [expr $clk_period * $clk_io_pct] -clock clk0 $non_clock_inputs
set_output_delay [expr $clk_period * $clk_io_pct] -clock clk0 [all_outputs]
==> reports/results.ini <==
[cells_and_area]
mostFrequentLayoutCell = dfxtp_1
area_growth_syn_to_layout_pct = 85.7
drive_gt1_frac = 0.389
largest_reg_flops = 4
fin_cells = 64
lay_top_cells = dfxtp_1, clkbuf_4, nor2_1, clkdlybuf4s50_1

[final_timing]
relSlewSlack = 0.899
timing.hold.ws_ns = 0.498
hold_viol = 0
period_needed_ns = 0.872
worst_pin_slew_ns = 0.151
rsz0062_at_grt = no
fin_skew_ns = 0.00639
period_used_share = 0.872
setup_viol = 0
timing.final.ws_setup_ns = 0.128
slew_violations = 0
fmax_mhz = 1150

[route]
drtIter0Drc = 0
drcViolationCount = 0
avgViaCountPerCell = 1.64
drt-pass1-iter-count = 1
dr_total_vias = 105
n_antenna_cell = 0
final_antenna_net_count = 0
totalWireLength_um = 289
wire_per_inst_um = 4.52

[synth]
ys_ff = 4
yosysChipArea_sq_um = 131
syn_area_sq_um = 131
yosys_cells = 11
ys_seq_frac = 0.610
avgSynthCellArea_sq_um = 11.9
ys_types = 7
netlist_instances = 11
ys_warn_count = 1

[worst_setup_path]
max_stage_delay_ns = 0.32
required_ns = 0.80
crit_buf_inv = 1
startpoint_type = flip-flop
endpoint_kind = output port
cp.arrival_ns = 0.67
crit_slowest_cell = dfxtp_1
critical_path.top_delay_family = flip-flops
cp_cell_sequence = clkbuf_2
critical_path_cell_count = 1
crit_type = flip-flop to output port
path_max_fanout = 2
reg2reg_depth = 3

[power_and_ir_drop]
power_density_nw_per_um2 = 1610
ir_drop_mv = 0.587
power_leakage_uw = 0.0000848

[place]
numPortBuffers = 3
dp_cells = 61
dpl.hpwl_um = 224
place_congestion = 0.570
dp_slack_ns = -0.0372

[worst_hold_path]
hold_path_depth = 1
hp-class = flip-flop to flip-flop

[clock_network]
clk_pin_slew_ns = 0.04
cts-root-buf = clkbuf_4
insertion_delay_ns = 0.24
clkSinkCount = 4
htreeDepth = 1
cts_buffers = 3
cts_max_path_buffers = 2
cts_setup_buffers = 0
cts_tree = done

[floorplanning]
ios = 4
rows = 21
fp.coreArea_sq_um = 3420
die-height_um = 80
initCoreUtil = 0.0385
die_x_um = 80
design.die.area_sq_um = 6400

[global_routing]
track_usage = 0.0111
grt_pass1_vias = 122
antenna_found_initial = 0
overflow = 0
grt_pass1_wl_um = 531
grt_max_degree = 5

[job]
cap_violations = 0
openroad.warnings = 25

[status]
status = finished, final reports clean

[synthesized netlist by cell type]
library cell  n  area (sq um)
nor3_2        1          10.0
nor3b_2       1          12.5
and3b_1       1          8.76
o21bai_1      1          7.51
nor2_1        2          7.51
dfxtp_1       4          80.1
nor3_1        1          5.00
[what timing repair did]
action / in CTS / in global routing
hold buffers: 0 / 0
endpoints found under the setup margin: 1 / 1
gates resized: 2 / 1
[power breakdown]
group	internal (uW)	switching, uW
Clock	134	62.7
Sequential	167	4.19
Combinational	15.4	8.57
Total	317	75.4
[worst paths after layout]
kind | startpoint | endpoint | slack (ns)
worst max-delay path | state_reg[3] | flag_101 | 0.13
worst min-delay path | state_reg[1] | state_reg[3] | 0.50
worst max register to register | state_reg[3] | state_reg[2] | 0.28
worst min register to register | state_reg[1] | state_reg[3] | 0.50
[layout make-up]
class / count / area (sq um)
Clock buffer: 3 / 22.5
Fill cell: 409 / 3170
Multi-Input combinational cell: 7 / 51.3
Sequential cell: 4 / 80.1
Tap cell: 46 / 57.6
Timing Repair Buffer: 4 / 32.5
[metrics by stage]
step	utilization	power, uW	setup TNS, ns	instance area (sq um)
after CTS	0.0729	404	0	249
after detailed placement	0.0663	199	-0.0570	226
after global placement	0.0663	197	-0.0260	226
final	0.0714	392	0	244
after global routing	0.0714	427	0	244
after floorplan	-	184	0	131
[per-layer routing]
layer	global-route usage	up-vias	wire (um)
met1	0.0133	45	156
li1	-	54	-
met3	0.0125	0	36
met4	0.00528	0	0
met5	0	-	0
met2	0.0112	6	96
[kinds of logic (layout without fill, tap and decap cells)]
| kind of cell | count (synthesis) | after routing | share of synthesized area |
|---|---|---|---|
| AND/OR/NAND/NOR | 6 | 6 | 0.333 |
| flip-flops | 4 | 4 | 0.610 |
| AND-OR/OR-AND | 1 | 1 | 0.0572 |
| buffers and inverters | 0 | 7 | 0 |
Power and IR drop assume default switching activity.
